==> design/flow/design.v <==
module LCD_CTRL (clk, reset, cmd, cmd_valid, 
                IROM_Q, IROM_rd, IROM_A,
                IRAM_valid, IRAM_D, IRAM_A,
                busy, done);
input clk, reset;
input [3:0] cmd;
input cmd_valid;
input [7:0] IROM_Q;
output reg IROM_rd;
output reg [5:0] IROM_A;
output reg IRAM_valid;
output reg [7:0] IRAM_D;
output reg [5:0] IRAM_A;
output reg busy, done;
reg [7:0] temp_max, temp_min, temp_avg;
reg [7:0] temp [0:3];  
reg [5:0] temp_idx1, temp_idx2, temp_idx3, temp_idx4;
parameter READ = 2'd0, IDLE = 2'd1, PROCESS = 2'd2, WRITE = 2'd3;
parameter Write = 4'd0;
parameter Shift_Up = 4'd1, Shift_Down = 4'd2, Shift_Left = 4'd3, Shift_Right = 4'd4;
parameter Max = 4'd5, Min = 4'd6, Avg = 4'd7;
parameter Counterclockwise = 4'd8, Clockwise = 4'd9;
parameter Mirror_X = 4'd10, Mirror_Y = 4'd11;
reg [1:0] state, next_state;
reg [7:0] image [0:63];
reg [5:0] read_cnt;
reg [6:0] write_cnt;
reg [3:0] current_cmd;  
reg process_phase;  
reg [2:0] x_point, y_point;  
always @(posedge clk or posedge reset) begin
    if (reset) begin
        state <= READ;
    end else begin
        state <= next_state;
    end
end
always @(*) begin
    case(state)
        READ:
            if (read_cnt == 6'd63) begin
                next_state = IDLE;
            end else begin
                next_state = READ;
            end
        IDLE:
            if (cmd_valid && cmd == Write) begin
                next_state = WRITE;
            end else if (cmd_valid && cmd != Write) begin
                next_state = PROCESS;
            end else begin
                next_state = IDLE;
            end
        PROCESS:
            if ((current_cmd == Counterclockwise || current_cmd == Clockwise || 
                 current_cmd == Mirror_X || current_cmd == Mirror_Y) && !process_phase) begin
                next_state = PROCESS;  
            end else begin
                next_state = IDLE;
            end
        WRITE:
            if (done) begin
                next_state = IDLE;
            end else begin
                next_state = WRITE;
            end
        default:
            next_state = READ;
    endcase
end
always @(*) begin
    temp_idx1 = ((y_point - 1) << 3) + (x_point - 1);  
    temp_idx2 = ((y_point - 1) << 3) + x_point;        
    temp_idx3 = (y_point << 3) + (x_point - 1);        
    temp_idx4 = (y_point << 3) + x_point;              
    temp_max = 8'd0;
    temp_min = 8'd255;
    temp_avg = 8'd0;
    if (current_cmd == Max) begin
        temp_max = image[temp_idx1];
        if (image[temp_idx2] > temp_max) temp_max = image[temp_idx2];
        if (image[temp_idx3] > temp_max) temp_max = image[temp_idx3];
        if (image[temp_idx4] > temp_max) temp_max = image[temp_idx4];
    end
    else if (current_cmd == Min) begin
        temp_min = image[temp_idx1];
        if (image[temp_idx2] < temp_min) temp_min = image[temp_idx2];
        if (image[temp_idx3] < temp_min) temp_min = image[temp_idx3];
        if (image[temp_idx4] < temp_min) temp_min = image[temp_idx4];
    end
    else if (current_cmd == Avg) begin
        temp_avg = (image[temp_idx1] + image[temp_idx2] + image[temp_idx3] + image[temp_idx4]) >> 2;
    end
end
always @(posedge clk or posedge reset) begin
    if (reset) begin
        read_cnt <= 0;
        write_cnt <= 0;
        IROM_rd <= 1;
        IROM_A <= 0;
        busy <= 1;
        done <= 0;
        IRAM_valid <= 0;
        x_point <= 4;   
        y_point <= 4;
        current_cmd <= 0;
        process_phase <= 0;
    end else begin
        case(state)
            READ: begin
                done <= 0;
                busy <= 1;
                IROM_rd <= 1;
                image[read_cnt] <= IROM_Q;
                if (read_cnt < 6'd63) begin
                    read_cnt <= read_cnt + 1;
                    IROM_A <= read_cnt + 1;
                end else begin
                    IROM_rd <= 0;
                    busy <= 0;
                end
            end
            IDLE: begin
                IROM_rd <= 0;
                IRAM_valid <= 0;
                busy <= 0;
                done <= 0;
                process_phase <= 0;
                if (cmd_valid) begin
                    busy <= 1;  
                    current_cmd <= cmd;  
                end
            end
            PROCESS: begin
                busy <= 1;
                if (!process_phase) begin
                    case(current_cmd)
                        Shift_Up: begin
                            if (y_point > 3'd1) begin
                                y_point <= y_point - 1'b1;
                            end
                        end
                        Shift_Down: begin
                            if (y_point < 3'd7) begin
                                y_point <= y_point + 1'b1;
                            end
                        end
                        Shift_Left: begin
                            if (x_point > 3'd1) begin
                                x_point <= x_point - 1'b1;
                            end
                        end
                        Shift_Right: begin
                            if (x_point < 3'd7) begin
                                x_point <= x_point + 1'b1;
                            end
                        end
                        Max: begin
                            image[temp_idx1] <= temp_max;
                            image[temp_idx2] <= temp_max;
                            image[temp_idx3] <= temp_max;
                            image[temp_idx4] <= temp_max;
                        end
                        Min: begin
                            image[temp_idx1] <= temp_min;
                            image[temp_idx2] <= temp_min;
                            image[temp_idx3] <= temp_min;
                            image[temp_idx4] <= temp_min;
                        end
                        Avg: begin
                            image[temp_idx1] <= temp_avg;
                            image[temp_idx2] <= temp_avg;
                            image[temp_idx3] <= temp_avg;
                            image[temp_idx4] <= temp_avg;
                        end
                        Counterclockwise, Clockwise, Mirror_X, Mirror_Y: begin
                            if (temp_idx1 < 64 && temp_idx2 < 64 && temp_idx3 < 64 && temp_idx4 < 64) begin
                                temp[0] <= image[temp_idx1];  
                                temp[1] <= image[temp_idx2];  
                                temp[2] <= image[temp_idx3];  
                                temp[3] <= image[temp_idx4];  
                                process_phase <= 1;  
                            end else begin
                                process_phase <= 0;
                            end
                        end
                    endcase
                end else begin
                    process_phase <= 0;  
                    case(current_cmd)
                        Counterclockwise: begin
                            image[temp_idx1] <= temp[1];  
                            image[temp_idx2] <= temp[3];  
                            image[temp_idx3] <= temp[0];  
                            image[temp_idx4] <= temp[2];  
                        end
                        Clockwise: begin
                            image[temp_idx1] <= temp[2];  
                            image[temp_idx2] <= temp[0];  
                            image[temp_idx3] <= temp[3];  
                            image[temp_idx4] <= temp[1];  
                        end
                        Mirror_X: begin
                            image[temp_idx1] <= temp[2];  
                            image[temp_idx2] <= temp[3];  
                            image[temp_idx3] <= temp[0];  
                            image[temp_idx4] <= temp[1];  
                        end
                        Mirror_Y: begin
                            image[temp_idx1] <= temp[1];  
                            image[temp_idx2] <= temp[0];  
                            image[temp_idx3] <= temp[3];  
                            image[temp_idx4] <= temp[2];  
                        end
                    endcase
                end
            end
            WRITE: begin
                busy <= 1;
                done <= 0;
                if (write_cnt < 7'd64) begin
                    write_cnt <= write_cnt + 1;
                    IRAM_valid <= 1;
                    IRAM_A <= write_cnt;
                    IRAM_D <= image[write_cnt];
                end else begin
                    IRAM_valid <= 0;
                    done <= 1;
                    busy <= 0;
                    write_cnt <= 0;
                end
            end
            default: begin
                read_cnt <= 0;
                IROM_rd <= 1;
                IROM_A <= 0;
                busy <= 1;
                done <= 0;
            end
        endcase
    end
end
endmodule
==> design/flow/run.sh <==
#!/bin/bash
# OpenROAD 26Q1-2900-gdf79404cd8, Yosys 0.63+post, stock flow scripts
make -C /OpenROAD-flow-scripts/flow DESIGN_CONFIG=/design/flow/config.mk WORK_HOME=/design/flow/orfs finish
==> design/flow/config.mk <==
export PLATFORM = sky130hd
export DESIGN_NAME = LCD_CTRL
export DESIGN_NICKNAME = LCD_CTRL
export VERILOG_FILES = /design/flow/design.v
export SDC_FILE = /design/flow/constraint.sdc
export NUM_CORES = 4
export LEC_CHECK = 1
export CORE_UTILIZATION = 40
export SYNTH_HDL_FRONTEND = slang
==> design/flow/constraint.sdc <==
current_design LCD_CTRL

set clk_period 20.0
set clk_io_pct 0.2

create_clock -name clk0 -period $clk_period [get_ports {clk}]

set non_clock_inputs [all_inputs -no_clocks]
set_input_delay [expr $clk_period * $clk_io_pct] -clock clk0 $non_clock_inputs
set_output_delay [expr $clk_period * $clk_io_pct] -clock clk0 [all_outputs]
==> flow_metrics.py <==
# Auto-generated metrics
metrics = {
    "status": {
        "status": "finished, final reports clean",
    },
    "synth": {
        "synth.most_common_cell": "nand2_1",
        "netlist_instances": 5571,
        "syn-cell-area_um2": 52500,
        "seq_area_frac_synth": 0.3345,
        "edf_count": 558,
        "ys_area_um2": 52500,
        "ys_cells": 5571,
        "async_reset_ff_frac": 0.05424,
        "yosysTopAreaCell": "edfxtp_1",
        "yosys_warnings": 0,
        "yosysTopAreaCellShare": 0.3192,
        "ys.flops": 590,
        "avgSynthCellArea_um2": 9.423,
        "area_leaders": "edfxtp_1, mux4_2, mux2i_1",
        "ys.flop_type": "edfxtp_1",
        "synth_cell_type_count": 109,
        "top_cells_by_count": "nand2_1, edfxtp_1, nor2_1",
    },
    "worst_setup_path": {
        "critPathMaxStageDelay_ns": 0.87,
        "cp.arrival_ns": 14.77,
        "cp.buffers_inverters": 9,
        "required_ns": 20.44,
        "reg2reg_slack_ns": 5.67,
        "cp_common_cell": "buf_4",
        "worstSetupPathType": "flip-flop to flip-flop",
        "worstPathMaxFanout": 36,
        "crit_path_end_kind": "flip-flop",
        "slowest_stage": "a2bb2oi_1",
        "cp_top_family": "AND-OR/OR-AND gates",
        "start_kind": "flip-flop",
    },
    "cts": {
        "path_clk_slew_ns": 0.06,
        "cts_tree": "built",
        "cts_sinks": 590,
        "post_cts_resized": 0,
        "numCtsBuffers": 76,
        "htreeDepth": 3,
        "clk_latency_ns": 0.74,
        "cts_setup_buffers": 0,
        "cts-hold-fix-buffers": 0,
        "cts_root_buf": "clkbuf_16",
        "clockBufferDepth": 3,
    },
    "drt": {
        "drcViolationCount": 0,
        "drtIter0Drc": 8358,
        "ant_nets": 0,
        "routedWlPerCell_um": 49.60,
        "drt_wl_total_um": 369100,
        "vias": 58570,
        "drt-pass1-iter-count": 13,
        "via_per_inst": 7.869,
    },
    "hold_path": {
        "hp-class": "flip-flop to flip-flop",
    },
    "global_route": {
        "gr-total-overflow": 0,
        "first_global_vias": 54340,
        "grt_pass1_wl_um": 487400,
        "grt.total_usage": 0.5795,
        "antenna_found_initial": 58,
        "grt_max_degree": 75,
    },
    "job": {
        "max_cap_viol_count": 0,
        "tool_warnings": 39,
    },
    "timing": {
        "max_slew_margin": 0.1382,
        "clock.fmax_mhz": 69.80,
        "grt_setup_unrepaired": "false",
        "worstMarginPinSlew_ns": 1.288,
        "final_hold_viol_count": 0,
        "setup_viol": 0,
        "slew_violations": 0,
        "clock_skew_ns": 0.04224,
        "min_period_ns": 14.33,
        "finalClockPeriodUsage": 0.7163,
        "fin_tns_setup_ns": 0,
        "fin_ws_ns": 5.674,
    },
    "floorplanning": {
        "chipWidth_um": 364.3,
        "die-area_um2": 132700,
        "dieHeight_um": 364.3,
        "design.core.area_um2": 129800,
        "row_count": 132,
        "initCoreUtil": 0.4044,
        "io_pins": 39,
    },
    "placed_design": {
        "preCtsSetupSlack_ns": 6.224,
        "gp_congestion": 1.166,
        "port_buffers": 38,
        "dp_hpwl_um": 262400,
    },
    "layout": {
        "seqCellArea_um2": 17580,
        "drive_gt1_frac": 0.1787,
        "final-comb-area_um2": 32660,
        "syn2layout_area_growth_pct": 12.00,
        "nFillCells": 12260,
    },
}
worst min-delay path: stages, from the launching register on:
cell and delay, ns:
dfrtp_1 0.35, nand2_1 0.05, nand2_1 0.05
flip-flops by register name, summed over array words and instances, names as in the netlist, 3 cells and up:
signal and flops:
IRAM_A 6, IRAM_D 8, IROM_A 6, current_cmd 4, image 512, state 4, temp 32, write_cnt 7
x_point 3, y_point 3
cells in the final DEF, fill, tap and decap left out, types with 18 or more instances in the layout:
cell type        instances
a211oi_1                71
a21o_1                  42
a21oi_1                356
a221o_1                 51
a221oi_1               125
a222oi_1                34
a22o_1                  41
a22oi_1                286
a31oi_1                 34
and3_1                  30
buf_4                  385
clkbuf_16               78
clkdlybuf4s50_1         38
dfrtp_1                 21
diode_2                 77
edfxtp_1               558
ha_1                    56
inv_1                   67
mux2_2                 113
mux2i_1                237
mux4_2                 246
nand2_1                604
nand2b_1                81
nand3_1                121
nand3b_1                24
nand4_1                 20
nor2_1                 516
nor2b_1                 19
nor3_1                 115
nor3b_1                 18
o211ai_1                69
o21ai_0                356
o221ai_1               187
o22ai_1                131
o31a_1                  31
kinds of logic after synthesis:
group / after synthesis / share of synthesized area
simple gates: 1667 / 0.1415
mux: 599 / 0.1756
flops: 590 / 0.3345
fa+ha+maj: 71 / 0.01892
compound gates: 2027 / 0.2719
xor+xnor: 27 / 0.005053
buf+inv: 590 / 0.05241
area by class of cell:
class / instances / area share
clock buffer: 91 / 0.03454
sequential: 590 / 0.2991
tap: 1742 / 0.03707
inverter: 76 / 0.004852
antenna: 77 / 0.003277
clock inverter: 47 / 0.008363
multi-input combinational: 4391 / 0.5554
timing repair buffer: 429 / 0.05741
per-stage QoR:
stage,instances,util,cell area [µm²],hold WS [ns]
floorplan,5571,-,52500,0.4217
global placement,7227,0.4320,56070,0.4880
detailed placement,7228,0.4320,56080,0.4782
CTS,7366,0.4514,58600,0.4918
global route,7400,0.4521,58690,0.5171
finish,7443,0.4530,58800,0.4899
path summary, 6_finish.rpt:
check                                        from                  endpoint  cells past startpoint
setup / recovery           x_point[0]$_DFFE_PP0P_    image[22][1]$_DFFE_PP_                     42
hold reg to reg            IRAM_valid$_DFFE_PP0P_    IRAM_valid$_DFFE_PP0P_                      2
min in group asynchronous                   reset  write_cnt[1]$_DFFE_PP0P_                      3
setup reg to reg           x_point[0]$_DFFE_PP0P_    image[22][1]$_DFFE_PP_                     42
max in group asynchronous                   reset  write_cnt[0]$_DFFE_PP0P_                      3
hold / removal             IRAM_valid$_DFFE_PP0P_    IRAM_valid$_DFFE_PP0P_                      2
per-layer routing:
layer  share of wire  track usage
met1            0.33       0.6635
met2            0.38       0.7247
met3            0.18       0.4145
met4            0.10       0.4494
met5          0.0052       0.1380
