<file path="flow/run.sh">
#!/bin/bash
# OpenROAD 26Q1-2900-gdf79404cd8, Yosys 0.63+post, stock flow scripts
make -C /OpenROAD-flow-scripts/flow DESIGN_CONFIG=/design/flow/config.mk WORK_HOME=/design/flow/orfs finish
</file>
<file path="flow/config.mk">
export PLATFORM = sky130hd
export DESIGN_NAME = LBP
export DESIGN_NICKNAME = LBP
export VERILOG_FILES = /design/flow/design.v
export SDC_FILE = /design/flow/constraint.sdc
export NUM_CORES = 4
export LEC_CHECK = 1
export CORE_UTILIZATION = 40
export SYNTH_HDL_FRONTEND = slang
</file>
<file path="flow/constraint.sdc">
current_design LBP

set clk_period 7.2
set clk_io_pct 0.2

create_clock -name clk0 -period $clk_period [get_ports {clk}]

set non_clock_inputs [all_inputs -no_clocks]
set_input_delay [expr $clk_period * $clk_io_pct] -clock clk0 $non_clock_inputs
set_output_delay [expr $clk_period * $clk_io_pct] -clock clk0 [all_outputs]
</file>
<file path="flow/design.v">
`timescale 1ns/10ps
module LBP ( clk, reset, gray_addr, gray_req, gray_ready, gray_data, lbp_addr, lbp_valid, lbp_data, finish);
input clk;
input reset;
output reg [13:0] gray_addr;
output reg gray_req;
input gray_ready;
input [7:0] gray_data;
output reg [13:0] lbp_addr;
output reg lbp_valid;
output reg [7:0] lbp_data;
output reg finish;
reg [2:0] state, next_state;
reg [6:0] x, y;
reg [3:0] counter;
wire [6:0] x_b, x_f, y_b, y_f;
assign x_b = x - 7'd1;
assign x_f = x + 7'd1;
assign y_b = y - 7'd1;
assign y_f = y + 7'd1;
wire [13:0] g0_addr, g1_addr, g2_addr, g3_addr, g4_addr, g5_addr, g6_addr, g7_addr;
reg [13:0] gc_addr;
assign g0_addr = {y_b, x_b};  
assign g1_addr = {y_b, x};    
assign g2_addr = {y_b, x_f};  
assign g3_addr = {y, x_b};    
assign g4_addr = {y, x_f};    
assign g5_addr = {y_f, x_b};  
assign g6_addr = {y_f, x};    
assign g7_addr = {y_f, x_f};  
reg [7:0] gc_data;
wire [3:0] counter_minus_one;
assign counter_minus_one = counter - 4'd1;
parameter IDLE = 3'd0;
parameter READ_CENTER = 3'd1;
parameter READ_NEIGHBORS = 3'd2;
parameter RESULT = 3'd3;
parameter FINISH = 3'd4;
always@(posedge clk or posedge reset) begin
    if(reset) state <= IDLE;
    else state <= next_state;
end
always@(*) begin
    case(state)
        IDLE: begin
            if(gray_ready) next_state = READ_CENTER;
            else next_state = IDLE;
        end
        READ_CENTER: next_state = READ_NEIGHBORS;
        READ_NEIGHBORS: begin
            if(counter == 4'd8) next_state = RESULT;
            else next_state = READ_NEIGHBORS;
        end
        RESULT: begin
            if(gc_addr == 14'd16254) next_state = FINISH;  
            else next_state = READ_CENTER;
        end
        FINISH: next_state = FINISH;
        default: next_state = IDLE;
    endcase
end
always@(posedge clk or posedge reset) begin
    if(reset) begin
        x <= 7'd1;
        y <= 7'd1;
    end
    else if(next_state == RESULT && x == 7'd126) begin
        x <= 7'd1;
        y <= y + 7'd1;
    end
    else if(next_state == RESULT) begin
        x <= x + 7'd1;
    end
end
always@(posedge clk or posedge reset) begin
    if(reset) counter <= 4'd0;
    else if(next_state == READ_NEIGHBORS) counter <= counter + 4'd1;
    else if(state == RESULT) counter <= 4'd0;
end
always@(posedge clk or posedge reset) begin
    if(reset) gc_addr <= 14'd129;  
    else if(next_state == READ_CENTER) gc_addr <= {y, x};
end
always@(posedge clk or posedge reset) begin
    if(reset) gray_req <= 1'b0;
    else if(next_state == READ_CENTER || next_state == READ_NEIGHBORS) gray_req <= 1'b1;
    else gray_req <= 1'b0;
end
always@(posedge clk or posedge reset) begin
    if(reset) lbp_valid <= 1'b0;
    else if(next_state == RESULT) lbp_valid <= 1'b1;
    else lbp_valid <= 1'b0;
end
always@(posedge clk or posedge reset) begin
    if(reset) finish <= 1'b0;
    else if(state == FINISH) finish <= 1'b1;
end
always@(posedge clk or posedge reset) begin
    if(reset) gray_addr <= 14'd0;
    else if(next_state == READ_CENTER) gray_addr <= {y, x};
    else if(next_state == READ_NEIGHBORS) begin
        case(counter)
            4'd0: gray_addr <= g0_addr;
            4'd1: gray_addr <= g1_addr;
            4'd2: gray_addr <= g2_addr;
            4'd3: gray_addr <= g3_addr;
            4'd4: gray_addr <= g4_addr;
            4'd5: gray_addr <= g5_addr;
            4'd6: gray_addr <= g6_addr;
            4'd7: gray_addr <= g7_addr;
            default: gray_addr <= 14'd0;
        endcase
    end
end
always@(posedge clk or posedge reset) begin
    if(reset) lbp_addr <= 14'd0;
    else if(next_state == RESULT) lbp_addr <= gc_addr;
end
always@(posedge clk or posedge reset) begin
    if(reset) begin
        lbp_data <= 8'd0;
        gc_data <= 8'd0;
    end
    else if(state == READ_CENTER) begin
        gc_data <= gray_data;  
        lbp_data <= 8'd0;     
    end
    else if(state == READ_NEIGHBORS) begin
        if(counter > 4'd0 && gray_data >= gc_data) begin
            lbp_data <= lbp_data | (8'd1 << counter_minus_one);
        end
    end
end
endmodule
</file>
==> impl_metrics.ini <==
; implementation run metrics
[clock_network]
clock_path_buffers = 2
cts_tree = yes
postCtsSetupRepairBufs = 0
cts_buffers = 9
h-tree-depth = 3
clk_latency_ns = 0.36
cts_hold_buffers = 0
root_buffer = clkbuf_8
cts.sinks = 84
cts_resized = 0
clkTransAtPathRegs_ns = 0.10

[floorplanning]
fp_util_pct = 41.4
chipWidth_um = 108
rows = 38
fp.dieH_um = 108
core_sq_mm = 0.0109
chipArea_sq_mm = 0.0117
ios = 50

[synthesis]
ys_area_sq_mm = 0.00451
yosys_warnings = 0
yosysCellCount = 451
top_cell_area_share_pct = 43.8
syn_inst = 451
synthAoiAreaFrac_pct = 17.1
synthTopLogicFamily = simple AND/OR/NAND/NOR gates
yosysUniqueCellTypes = 58
synth.cell_area_sq_mm = 0.00451
yosys.stat.seqShare_pct = 46.8
simple_gate_share_pct = 18.6
fa_ha_area_share_pct = 5.55
top_cells_by_area = dfrtp_1 44%, nand2_1 5.8%, ha_1 5.5%, mux2_2 4.0%, a221o_1 3.1%
synth_flops = 84
yosys.area_share.xor_xnor_pct = 1.36
mux_share_pct = 4.44
syn_avg_cell_area_sq_um = 10.0
post-synth-top-area-cell = dfrtp_1

[critical_path]
crit_chain = clkdlybuf4s50_1, a21oi_1, or4_4, a21oi_4, buf_4, nor2_2, a221o_1
cp_max_fo = 30
end_kind = register
crit_path_start_kind = input pin
path_class = in -> reg
max_stage_delay_ns = 0.50
critPathRequiredTime_ns = 7.44
cpMaxStageDelayCell = clkdlybuf4s50_1
cp.arrival_ns = 3.57

[layout]
fillers = 990
stdcell_count = 632
area_delta_synth_final_pct = 16.6
drive_gt1_share_pct = 12.2
post-route-util_pct = 48.3
flop_area_sq_mm = 0.00211
comb_area_sq_mm = 0.00212

[timing]
rsz0062_at_grt = false
slew_viol_final = 0
final.setup.tns_ns = 0
fin_worst_skew_ns = 0.0126
max_freq_mhz = 300
finalHoldViolCount = 0
period_needed_ns = 3.33
whs_ns = 0.489
tightest_slew_ns = 0.797
max-slew-margin-rel_pct = 46.9
period_used_pct = 46.3
finalSetupViolCount = 0

[route]
wire_per_inst_um = 15.5
firstDrtPassIters = 4
antennaDiodeCount = 0
ant_nets = 0
routed_via_density = 5.45
drtIter0Drc = 152
num_vias = 3443
drc = 0
finalWirelength_mm = 9.81

[flow_run]
drv_cap = 0
warning_count = 34

[global_route]
grt_overflow = 0
grt_antenna_before_repair = 0
grt_pass1_vias = 3393
grt_max_degree = 46
grt.total_usage_pct = 18.6
grt_pass1_wl_mm = 16.7

[pwr]
p_leak_nw = 2.28
power.total_uw = 873
power_density_mw_per_mm2 = 166
ir_drop_mv = 0.115

[min_path]
min_path_type = reg -> reg

[placement]
place_inst = 616
io_buffers = 49
dpl.hpwl_mm = 6.59
gp_congestion = 0.846

[status]
outcome = finished, final reports clean
-- Yosys cell counts, drive strengths merged --
library cell,number
or4b,1
dfrtp,79
a2bb2oi,2
xor2,4
and4,1
mux2i,2
nand2b,3
nor4,3
or3,7
o211a,1
a221oi,11
o22a,2
and2,4
o21ai,18
or4,1
a31oi,1
buf,17
clkbuf,11
nor3,16
a21oi,10
a311oi,8
mux2,16
or2,3
or3b,2
a22oi,5
o22ai,10
nor3b,2
a21boi,1
nor2,18
ha,20
inv,31
a221o,14
a211oi,5
nand4b,3
nand3,14
nor2b,5
nand4,1
o21bai,2
xnor2,3
dfstp,5
o311a,1
o31ai,6
nand2,70
a21o,5
and3,7
-- worst paths after layout --
| kind | from | to | slack [ns] | depth (start not counted) |
|---|---|---|---|---|
| worst max-delay path | gray_ready | gray_addr[6] | 3.87 | 7 |
| worst min-delay path | lbp_addr[13] | lbp_addr[13] | 0.49 | 2 |
| worst max register to register | counter[0] | y[2] | 4.58 | 9 |
| worst min register to register | lbp_addr[13] | lbp_addr[13] | 0.49 | 2 |
| max in group asynchronous | reset | x[0] | 4.69 | 3 |
| min in group asynchronous | reset | gc_data[0] | 1.49 | 2 |
-- cell families (layout without fill, tap and decap cells) --
| logic type | after synthesis | after routing |
|---|---|---|
| and+or+nand+nor | 161 | 161 |
| DFF | 84 | 84 |
| buffers and inverters | 59 | 100 |
| adders and majority gates | 20 | 20 |
| AOI/OAI and AO/OA | 102 | 102 |
| xor gates and xnor gates | 7 | 7 |
| muxes | 18 | 18 |
-- power breakdown --
group	leakage [nW]	internal [mW]	switching (mW)	total, mW
clock	0.103	0.170	0.195	0.365
combinational	1.16	0.0139	0.0182	0.0322
sequential	1.02	0.475	0.00126	0.476
-- worst max-delay path, delay by kind of cell --
| family | cells | cell delay [ns] |
|---|---|---|
| simple gates | 2 | 0.68 |
| compound gates | 3 | 0.59 |
| buf+inv | 2 | 0.85 |
-- metrics by stage --
step	instance area [sq um]	worst slack, ns
6_report	5260	3.87
5_1_grt	5260	3.76
4_1_cts	5260	3.87
3_5_place_dp	5040	3.49
3_3_place_gp	5040	3.54
2_1_floorplan	4510	3.60
-- placed cells by master (no fill, tap or decap), drive strengths merged, types with 7 or more instances in the layout --
cell	n
a221oi	11
nand3	14
ha	20
a311oi	8
a21oi	10
a221o	14
mux2	16
o22ai	10
o21ai	18
and3	7
nor3	16
clkdlybuf4s50	49
nand2	70
clkbuf	9
or3	7
nor2	18
inv	34
dfrtp	79
-- area by class of cell --
cell class	count	area share, %
inverters	31	2.24
multi-input cells	308	40.4
clock buffers	9	2.36
well taps	140	3.33
flip-flops and latches	84	40.1
clock inverters	7	1.71
repair buffers	53	9.90
-- layer usage --
metal | track usage [%] | vias up | routed length (um)
li1 | - | 1691 | -
met1 | 29.5 | 1647 | 4700
met2 | 28.1 | 95 | 4400
met3 | 3.25 | 10 | 605
met4 | 2.64 | 0 | 95
met5 | 0 | - | 0
-- sequential cells by signal (all words and copies together), names as in the netlist --
register,count
lbp_data,8
state,5
counter,4
finish,1
y,7
gc_data,8
lbp_addr,14
gray_req,1
gc_addr,14
gray_addr,14
lbp_valid,1
x,7
No activity file was given, so power comes from the tool's default toggle rates.
